===== /design/flow/config.mk =====
export PLATFORM = sky130hd
export DESIGN_NAME = stack4b_8
export DESIGN_NICKNAME = stack4b_8
export VERILOG_FILES = /design/flow/design.v
export SDC_FILE = /design/flow/constraint.sdc
export NUM_CORES = 4
export LEC_CHECK = 1
export CORE_UTILIZATION = 50

===== /design/flow/constraint.sdc =====
current_design stack4b_8

set clk_period 3.7
set clk_io_pct 0.2

create_clock -name clk0 -period $clk_period [get_ports {clk}]

set non_clock_inputs [all_inputs -no_clocks]
set_input_delay [expr $clk_period * $clk_io_pct] -clock clk0 $non_clock_inputs
set_output_delay [expr $clk_period * $clk_io_pct] -clock clk0 [all_outputs]

===== /design/flow/design.v =====
module stack4b_8(          
    input clk,
    input rstn,
    input en,              
    input push_pop,        
    input [3:0] Din,
    output isFull,
    output isEmpty,
    output [3:0] Dout      
);   
    parameter S0 = 2'd0;   
    parameter S1 = 2'd1;
    parameter S2 = 2'd2;   
    reg [1:0] cs, ns;
    reg [2:0] cptr, nptr;  
    always @(posedge clk or negedge rstn) begin
        if (!rstn) begin
            cs   <= S0;
            cptr <= 3'd0;
        end
        else begin
            cs   <= ns;
            cptr <= nptr;
        end
    end
    always @(*) begin
        if (en) begin
            case (cs)
                S0: 
                case (push_pop)
                    1'b1: begin
                        ns   = S1;
                        nptr = 3'd0;
                    end
                    1'b0: begin
                        ns   = S0;
                        nptr = 3'd0;
                    end
                endcase
                S1:
                case (push_pop)
                    1'b1: 
                    case (cptr)
                        3'd6: begin
                            ns   = S2;
                            nptr = cptr + 3'd1;
                        end
                        default: begin
                            ns   = S1;
                            nptr = cptr + 3'd1;
                        end
                    endcase
                    1'b0:
                    case (cptr)
                        3'd0: begin
                            ns   = S0;
                            nptr = 3'd0;
                        end
                        default: begin
                            ns   = S1;
                            nptr = cptr - 3'd1;
                        end
                    endcase
                endcase
                S2:
                case (push_pop)
                    1'b1: begin
                        ns   = S2;
                        nptr = 3'd7;
                    end
                    1'b0: begin
                        ns   = S1;
                        nptr = 3'd6;
                    end
                endcase
            endcase
        end
        else begin
            ns   = cs;
            nptr = cptr;
        end
    end
    reg [3:0] mem [0:7];
    reg isEmpty_r, isFull_r;
    reg [3:0] Dout_r;
    always @(posedge clk or negedge rstn) begin
        if (!rstn) begin
            isEmpty_r <= 1'b1;
            isFull_r  <= 1'b0;
            Dout_r    <= 4'd0;
        end
        else if (en) begin
            case (cs)
                S0: 
                case (push_pop)
                    1'b1: begin
                        isEmpty_r <= 1'b0;
                        isFull_r  <= 1'b0;
                        Dout_r    <= Din;
                        mem[cptr] <= Din;
                    end
                    1'b0: begin
                        isEmpty_r <= 1'b1;
                        isFull_r  <= 1'b0;
                        Dout_r    <= 4'd0;
                    end
                endcase
                S1: 
                case (push_pop)
                    1'b1: 
                    case (cptr)
                        3'd6: begin
                            isEmpty_r      <= 1'b0;
                            isFull_r       <= 1'b1;
                            Dout_r         <= Din;
                            mem[cptr+3'd1] <= Din;
                        end
                        default: begin
                            isEmpty_r      <= 1'b0;
                            isFull_r       <= 1'b0;
                            Dout_r         <= Din;
                            mem[cptr+3'd1] <= Din;
                        end
                    endcase
                    1'b0: 
                    case (cptr)
                        3'd0: begin
                            isEmpty_r <= 1'b1;
                            isFull_r  <= 1'b0;
                            Dout_r    <= mem[cptr];
                        end
                        default: begin
                            isEmpty_r <= 1'b0;
                            isFull_r  <= 1'b0;
                            Dout_r    <= mem[cptr];
                        end
                    endcase
                endcase
                S2: 
                case (push_pop)
                    1'b1: begin
                        isEmpty_r <= 1'b0;
                        isFull_r  <= 1'b1;
                        Dout_r    <= mem[cptr];
                    end
                    1'b0: begin
                        isEmpty_r <= 1'b0;
                        isFull_r  <= 1'b0;
                        Dout_r    <= mem[cptr];
                    end
                endcase
            endcase
        end
        else begin
            isEmpty_r <= isEmpty_r;
            isFull_r  <= isFull_r;
            Dout_r    <= mem[cptr];
        end
    end
    assign isEmpty = isEmpty_r;
    assign isFull = isFull_r;
    assign Dout = Dout_r;
endmodule

===== /design/flow/run.sh =====
#!/bin/bash
# OpenROAD 26Q1-2900-gdf79404cd8, Yosys 0.63+post, stock flow scripts
make -C /OpenROAD-flow-scripts/flow DESIGN_CONFIG=/design/flow/config.mk WORK_HOME=/design/flow/orfs finish

==> summary.txt <==
Update from the flow run.

The flow ran to the end, and the final reports show no timing, DRC or antenna violations. The buffers inserted during post-CTS setup optimization is 0. The count of hold buffers inserted by post-cts repair is 0. The actual transition at the worst max-transition pin is 978 ps. The tightest min-delay check is of the reg -> reg type. The worst hold slack after final layout is approximately 480 ps.

The commonest cells after synthesis are sky130_fd_sc_hd__edfxtp_1, sky130_fd_sc_hd__nand2_1, sky130_fd_sc_hd__ha_1. Input and output buffers added on the ports amount to 13. The area share of the leading cell type in the synthesized netlist is 0.388. The average cell area after synthesis is around 11 sq um.

Looking at the worst setup and hold paths, the clock pins of their registers show a slew of ~80 ps. The repair_antennas step left the layout with diodes totalling 0. The critical path maximum fanout is 20.

Data arrives at the worst endpoint at 2880 ps. The worst endpoint required time is roughly 3600 ps. The async set-or-reset flop fraction in the synthesized netlist is 0.229.

Pin placement for this block handled 14 I/O pins. The xor-xnor portion of the synthesized cell area is 0. The number of instances resized during post-cts repair is 0. The final RePlAce weighted congestion is approximately 0.86. The main area contributors are sky130_fd_sc_hd__edfxtp_1, sky130_fd_sc_hd__dfrtp_1, sky130_fd_sc_hd__ha_1. The number of maximum-capacitance violations recorded for the run is 0. For reference, the final report shows the max-slew violation count at 0.

The cell-mix breakdown from Yosys lists the compound-gate area share as 0.216. The largest total area in the synthesized netlist belongs to sky130_fd_sc_hd__edfxtp_1.

The total iterations of the first detailed-routing run is 4. During synthesis, Yosys emitted a total of 2 warnings. The worst pin sits at a relative slew slack of 0.347.

Dividing the detail-routed via count by the number of cells gives between 6 and 7. Dividing the detail-routed wire length by the instance count gives around 19 um. Walking the worst path, the cells encountered are inv_1 > ha_1 > o2111ai_1 > a221oi_1. The post-layout minimum cycle time is about 3000 ps. The most used flip-flop cell is sky130_fd_sc_hd__edfxtp_1. Nets still carrying antenna violations after routing amount to 0. The fraction of the mapped netlist area in simple logic gates is 0.123. STA classifies the critical path endpoint as a flop. Clock tree synthesis selected as its root buffer the cell sky130_fd_sc_hd__clkbuf_8. The number of buffer and inverter stages on the critical path is 1.

The initial antenna violation count came to 0. The initial cell density of the core is 0.520. Yosys shows that the main logic family after synthesis is AND-OR/OR-AND gates. The global routing report lists combined usage of all routing layers as 0.253. The wire-length estimate of the detail-placed layout is 3.85 mm. The number of register pins that no clock reaches is 5. The DRC violation total left in the routed layout is recorded as 0. The final power report lists total power as around 950 uW. The flip-flop and latch count after synthesis is 48.

The total vias in the final route is between 1500 and 2000. According to the Yosys statistics, the synthesized design has a chip area of around 2500 sq um. Per the TritonCTS log, the buffer count is 5.

The maximum achievable frequency is 339 MHz. The analysis attributes to cell leakage a power of approximately 0.00099 uW. The multiplexer share of the synthesized area is 0.0132. The startpoint kind of the worst setup timing path is a flop. The die outline area is about 5200 sq um.

TritonCTS built the clock tree. The via count of the first global-routing pass came to roughly 1800. The category of the critical setup timing path is reg -> reg. Entering global routing, the biggest net connects 22 pins. By instance count, the leading cell after synthesis is sky130_fd_sc_hd__edfxtp_1. The area of the core region is around 4800 sq um. For this run, the slowest stage of the critical path takes approximately 750 ps. The total overflow left after global routing is 0. The cell count after synthesis is 218.

For the completed layout, the total cell area is recorded as approximately 2800 sq um. The maximum clock path buffer count is 2. The critical path's top delay family is AND-OR/OR-AND gates. The area fraction in full adders, half adders and majority gates is 0.0708. For the final database, setup skew stands at 9.05 ps. Per the synthesis report, the number of distinct cell types is ~50.

In this run the tools logged warnings totalling 36. The wire length of the first global-routing pass is 9.43 mm. The violation tally recorded at the end of detailed-routing iteration 0 is 184.

The final hold violation count recorded for this run is 0. Summing all placed instances gives a cell area of roughly 2600 sq um. The mapped cell area is about 2500 sq um.

The count of final setup violators is 0. The cell area power density is 346 nW/um^2. The later pin in the worst-skew pair is clocked with a latency of between 200 and 300 ps. Setup repair after global routing left no endpoint under its margin. 10 endpoints have no timing constraint.

The timing report shows that the slowest cell on the worst path is sky130_fd_sc_hd__a221oi_1. The total wire length after detailed routing is around 5.6 mm. The count of library flops with an enable pin is 32. Of the available clock period, the critical path in the final layout requires 0.798. In this run the layout overhead on the synthesized area is reported as 11.2%. Per the OpenROAD floorplan log, the height of the die is 72.3 um. The maximum vdd drop is between 150 and 200 uV. The synthesized netlist was found by Yosys to have around 220 cells.

The proportion of layout cells with a drive suffix above 1 is 0.0789. The overall die width is approximately 72 um. After floorplanning, the core was divided into 25 placement rows. The H-tree was split into 2 levels. Adding up every negative setup slack in the final design gives 0 ps.
-- worst reg2reg max path, delay by kind of cell, from the launching register on --
kind	cells	cell delay, ps
adder cells (fa/ha/maj)	1	680
buffers and inverters	1	100
flip-flops	1	410
AND-OR/OR-AND	2	1380
-- where the power goes --
part / internal, uW / switching, uW / total, uW
logic: 22.3 / 27.8 / 50.2
registers: 525 / 2.80 / 528
clock network: 218 / 155 / 374
-- sequential cells by signal (all words and copies together) (netlist names) --
register   flops
Dout_r         4
cptr           3
cs             2
isEmpty_r      1
isFull_r       1
mem           32
nptr           3
ns             2
-- placed cells by master (no fill, tap or decap), drive strengths merged, types with 2 or more instances in the layout --
cell | Yosys | layout
inv | 9 | 9
clkbuf | 1 | 6
edfxtp | 32 | 32
a21oi | 8 | 8
nor2 | 4 | 4
o31ai | 2 | 2
clkdlybuf4s50 | 0 | 13
buf | 13 | 3
dlxtn | 5 | 5
dfrtp | 10 | 10
nand4 | 3 | 3
o21ai | 8 | 8
mux2 | 2 | 2
nand3 | 7 | 7
a211o | 4 | 4
nand3b | 3 | 3
o22ai | 2 | 2
a21boi | 4 | 4
a22oi | 9 | 9
a21o | 3 | 3
nor3 | 2 | 2
and2 | 3 | 3
nand2 | 25 | 25
o2111a | 2 | 2
ha | 14 | 14
clkinv | 1 | 2
a32oi | 6 | 6
nand2b | 5 | 5
a222oi | 2 | 2
a221oi | 10 | 10
nor2b | 5 | 5
a31oi | 2 | 2
-- stage by stage --
step	utilization	instances	setup WS, ps
6_report	0.579	295	748
5_1_grt	0.579	295	521
4_1_cts	0.579	295	856
3_5_place_dp	0.554	287	723
3_3_place_gp	0.554	287	762
2_1_floorplan	-	218	1520
-- layout make-up --
type / instances / area, sq um
Inverter: 10 / 37.5
Multi-Input combinational cell: 146 / 1050
Timing Repair Buffer: 16 / 153
Clock buffer: 6 / 82.6
Fill cell: 409 / 2000
Tap cell: 67 / 83.8
Sequential cell: 48 / 1310
Clock inverter: 2 / 35.0
-- cells by family after synthesis --
logic type	count (synthesis)
buffers and inverters	24
DFF	43
AOI/OAI and AO/OA	69
muxes	3
latches	5
and+or+nand+nor	60
adders and majority gates	14
-- path summary, 6_finish.rpt --
kind / start / to / slack, ps / depth (start not counted)
max: cs[1]$_DFF_PN0_ / mem[3][1]$_DFFE_PP_ / 750 / 4
min: isEmpty_r$_DFFE_PN1P_ / isEmpty_r$_DFFE_PN1P_ / 480 / 2
min in group asynchronous: rstn / isFull_r$_DFFE_PN0P_ / 750 / 2
max in group asynchronous: rstn / isEmpty_r$_DFFE_PN1P_ / 2720 / 2
max reg2reg: cs[1]$_DFF_PN0_ / mem[3][1]$_DFFE_PP_ / 750 / 4
min reg2reg: isEmpty_r$_DFFE_PN1P_ / isEmpty_r$_DFFE_PN1P_ / 480 / 2
-- layer usage --
metal / global-route usage / part of all wire / up-vias
li1: - / - / 853
met1: 0.401 / 0.45 / 879
met2: 0.359 / 0.45 / 71
met3: 0.0972 / 0.084 / 8
met4: 0.0458 / 0.015 / 0
met5: 0 / 0 / -
Power and IR drop assume default switching activity.
