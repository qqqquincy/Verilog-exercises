### design/flow/run.sh
#!/bin/bash
# OpenROAD 26Q1-2900-gdf79404cd8, Yosys 0.63+post, stock flow scripts
make -C /OpenROAD-flow-scripts/flow DESIGN_CONFIG=/design/flow/config.mk WORK_HOME=/design/flow/orfs finish
### design/flow/config.mk
export PLATFORM = sky130hd
export DESIGN_NAME = traffic_light
export DESIGN_NICKNAME = traffic_light
export VERILOG_FILES = /design/flow/design.v
export SDC_FILE = /design/flow/constraint.sdc
export NUM_CORES = 4
export LEC_CHECK = 1
export CORE_AREA = 10 10 70 70
export DIE_AREA = 0 0 80 80
### design/flow/constraint.sdc
current_design traffic_light

set clk_period 3.0
set clk_io_pct 0.2

create_clock -name clk0 -period $clk_period [get_ports {clk}]

set non_clock_inputs [all_inputs -no_clocks]
set_input_delay [expr $clk_period * $clk_io_pct] -clock clk0 $non_clock_inputs
set_output_delay [expr $clk_period * $clk_io_pct] -clock clk0 [all_outputs]
### design/flow/design.v
module traffic_light(
    input clk,
    input rstn,
    output [2:0] lightA,
    output [2:0] lightB);
    parameter S0 = 0;
    parameter S1 = 1;
    parameter S2 = 2;
    parameter S3 = 3;
    reg [2:0] ns, cs;
    reg [3:0] ncnt, ccnt;
    always @(posedge clk or negedge rstn) begin
        if (!rstn) begin
            cs <= S0;
            ccnt <= 1;
        end
        else begin
            cs <= ns;
            ccnt <= ncnt;
        end
    end
    always @(*) begin
        case (cs)
            S0: begin
                ns = (ccnt<8) ? S0 : S1;
                ncnt = (ccnt<8) ? (ccnt+1) : 1;
            end
            S1: begin
                ns = (ccnt<3) ? S1 : S2;
                ncnt = (ccnt<3) ? (ccnt+1) : 1;
            end
            S2: begin
                ns = (ccnt<10) ? S2 : S3;
                ncnt = (ccnt<10) ? (ccnt+1) : 1;
            end
            S3: begin
                ns = (ccnt<3) ? S3 : S0;
                ncnt = (ccnt<3) ? (ccnt+1) : 1;
            end
        endcase
    end
    reg [2:0] la, lb;
    assign lightA = la;
    assign lightB = lb;
    always @(posedge clk or negedge rstn) begin
        if (!rstn) begin
            la <= 3'b001;
            lb <= 3'b100;
        end
        else begin
            case (cs)
                S0: begin
                    la <= 3'b001;     
                    lb <= 3'b100;
                end
                S1: begin
                    la <= 3'b010;
                    lb <= 3'b100;
                end
                S2: begin
                    la <= 3'b100;
                    lb <= 3'b001;
                end
                S3: begin
                    la <= 3'b100;
                    lb <= 3'b010;
                end
            endcase
        end
    end
endmodule
==> impl_metrics.py <==
# Synthesis and PnR figures
metrics = {
    "run_status": {
        "status": "complete, no violations",
    },
    "floorplanning": {
        "core_um2": 3420,
        "die_width_um": 80,
        "num_io_pins": 8,
        "num_rows": 21,
        "fp_util": 0.176,
        "dieHeight_um": 80,
        "dieArea_um2": 6400,
    },
    "place": {
        "io_buffer_count": 7,
        "gp_congestion": 0.842,
        "dp_slack_ps": 1280,
    },
    "final_timing": {
        "untimed_endpoints": 6,
        "hold_ws_ps": 556,
        "rsz0062_at_grt": "false",
        "maxSlewViolCount": 0,
        "clock.fmax_mhz": 546,
        "setup_violations": 0,
        "finalHoldViolCount": 0,
        "fin_crit_sh": 0.610,
        "finClkSkew_ps": 2.70,
        "tns_ps": 0,
        "unclocked_pins": 6,
        "worstMarginPinSlew_ps": 511,
        "slew_headroom": 0.658,
        "fin_ws_ps": 1170,
        "min_period_ps": 1830,
    },
    "logic_synthesis": {
        "yosysTopAreaCellShare": 0.375,
        "synth_cells": 51,
        "ys_types": 25,
        "async_flop_share": 0.667,
        "yosys_cells": 51,
        "topCellsByArea": "dfrtp_1 38%, dlxtn_1 15%, dfstp_2 13%, ha_1 4.2%, nor2_1 3.1%",
        "common_cells": "9 x dfrtp_1, 6 x dlxtn_1, 5 x nor2_1, 3 x dfstp_2",
        "ys.flops": 18,
        "top_cell": "dfrtp_1",
        "ys_warn_count": 1,
        "synth_top_cell_by_area": "dfrtp_1",
        "ys_area_um2": 601,
        "synth-edff-count": 0,
        "yosys_most_used_dff": "dfrtp_1",
        "syn_area_um2": 601,
        "synth.avg_cell_area_um2": 11.8,
    },
    "critical_path": {
        "crit_path_end_kind": "primary output",
        "crit_required_ps": 2400,
        "crit_arrival_ps": 1230,
        "cp_num_buf_inv": 1,
        "cp_max_fo": 1,
        "crit_type": "reg -> out",
        "critical-path-max-stage-delay_ps": 520,
        "crit_path_start_kind": "register",
        "slowest_stage": "dfstp_2",
        "crit_family": "flip-flops",
        "crit_chain": "clkdlybuf4s50_1",
    },
    "layout": {
        "drive_above_1_share": 0.125,
        "nFillCells": 375,
        "comb_area_um2": 204,
        "area_growth_pct": 28.1,
        "seqCellArea_um2": 394,
    },
    "clock_network": {
        "postCtsResizedCells": 0,
        "clkSlewWorstSetupHoldPaths_ps": 70,
        "clock_latency_ps": 260,
        "ctsHoldBuffers": 0,
        "cts_root_buf": "clkbuf_4",
        "postCtsSetupRepairBufs": 0,
        "clk_path_buf_depth": 2,
        "numCtsBuffers": 3,
        "cts_tree": "done",
        "htreeDepth": 1,
    },
    "grt": {
        "grt_pass1_wl_um": 1410,
        "grt_max_degree": 14,
        "grt-ovfl-total": 0,
        "antenna_found_initial": 0,
        "grtUsageTotal": 0.0279,
        "grt_pass1_vias": 351,
    },
    "worst_hold_path": {
        "min_path_type": "reg -> reg",
    },
    "routing": {
        "routed_via_density": 3.33,
        "vias": 366,
        "first_pass_iters": 4,
        "ant_nets": 0,
        "drt_iter0_drc": 25,
        "drcViolationCount": 0,
        "wl_per_cell_um": 7.36,
        "n_antenna_cell": 0,
        "wirelength_um": 810,
    },
    "flow_run": {
        "cap_violations": 0,
        "warning_count": 25,
    },
    "power_and_ir_drop": {
        "max-vdd-ir-drop_mv": 0.165,
        "powerDensity_nw_per_um2": 378,
        "leakage_uw": 0.000329,
    },
}
worst paths after layout:
kind | startpoint | end | slack (ps) | cells past startpoint
max | la[0] | lightA[0] | 1170 | 1
min | cs[1] | la[2] | 560 | 0
max reg2reg | ccnt[0] | ccnt[3] | 1270 | 6
min reg2reg | cs[1] | la[2] | 560 | 0
max in group asynchronous | rstn | lb[2] | 1970 | 1
min in group asynchronous | rstn | cs[1] | 670 | 1
cell families after synthesis:
group                      after synthesis  share of synthesized area
adders and majority gates                2                     0.0417
and+or+nand+nor                         15                      0.140
latches                                  6                      0.150
other                                    1                    0.00624
muxes                                    1                     0.0167
DFF                                     12                      0.506
AOI/OAI and AO/OA                        8                     0.0896
xor gates and xnor gates                 1                     0.0146
buffers and inverters                    5                     0.0354
cell usage in the layout, fill, tap and decap left out, drive strengths merged:
cell           n
conb           6
dfstp          3
nand2b         1
nor3b          2
dfrtp          9
o31ai          1
a21oi          2
clkbuf         4
o21ai          2
clkdlybuf4s50  7
dlxtn          6
o21a           1
xnor2          1
and3           1
or3            1
ha             2
o32ai          1
nor2b          2
nor2           5
mux2i          1
inv            2
a32o           1
and2           1
nand2          2
final cells by class:
cell class              count  area share
well taps                  46      0.0748
flip-flops and latches     18       0.512
multi-input cells          33       0.265
repair buffers              7      0.0911
clock buffers               4      0.0472
inverters                   2     0.00976
metrics by stage:
stage               utilization  instance area [µm²]  std cells  power [µW]
CTS                       0.225                  769        110         298
floorplan                     -                  619         56         168
detailed placement        0.215                  733        106         173
global placement          0.215                  733        106         173
finish                    0.225                  769        110         291
global route              0.225                  769        110         310
layer usage:
layer	global-route usage	up-vias	share of wire
li1	-	190	-
met1	0.0303	162	0.44
met2	0.0409	12	0.37
met3	0.0250	2	0.18
met4	0.00352	0	0.015
met5	0	-	0
state kept, by name, indices dropped and copies added (netlist names):
| register | flops |
|---|---|
| lb | 3 |
| ccnt | 4 |
| cs | 2 |
| ns | 2 |
| la | 3 |
| ncnt | 4 |
report_power, final:
part | internal [µW] | total [µW] | switching, µW
sequential | 165 | 165 | 0
clock | 73.7 | 121 | 47.8
combinational | 1.14 | 4.70 | 3.56
total | 240 | 291 | 51.3
No activity file was given, so power comes from the tool's default toggle rates.
